File: flow/config.mk
export PLATFORM = sky130hd
export DESIGN_NAME = xm_debugger
export DESIGN_NICKNAME = xm_debugger
export VERILOG_FILES = /design/flow/design.v
export SDC_FILE = /design/flow/constraint.sdc
export NUM_CORES = 4
export LEC_CHECK = 1
export CORE_UTILIZATION = 30
File: flow/constraint.sdc
current_design xm_debugger

set clk_period 6.5
set clk_io_pct 0.2

create_clock -name clk0 -period $clk_period [get_ports {clk_i}]

set non_clock_inputs [all_inputs -no_clocks]
set_input_delay [expr $clk_period * $clk_io_pct] -clock clk0 $non_clock_inputs
set_output_delay [expr $clk_period * $clk_io_pct] -clock clk0 [all_outputs]
File: flow/design.v
module xm_debugger
(
	input wire clk_i, arst_i,
	input wire action_i, cycFwd_i, cycBwd_i,
	input wire[15:0] data_i,
	output reg view_o,
	output reg[15:0] data_o,
	input wire cpuEn_i,
	input wire[15:0] pc_i, reg_i, mem_i,
	output reg debug_o,
	output reg regWr_o, memEn_o, memWe_o,
	output reg[2:0] regAddr_o,
	output reg[3:0] state_o,
	output reg[15:0] memAddr_o, regData_o, memData_o
);
enum {PROG_VIEW, PROG_STEP, PROG_HOLD, REG_VIEW, REG_WRITE, REG_HOLD, MEM_VIEW, MEM_WRITE, MEM_HOLD} RUN_STATES;
reg[3:0] state, next_state;
reg regAddrEn, memAddrEn, regDataEn, memDataEn;
initial begin
	state 		<= PROG_VIEW;
	data_o 		<= 0;
	regAddr_o 	<= 0;
	memAddr_o	<= 0;
	regData_o	<= 0;
	memData_o	<= 0;
	regAddrEn	<= 0;
	memAddrEn	<= 0;
	regDataEn	<= 0;
	memDataEn	<= 0;
end
always @ (*) begin
	state_o <= state;
	view_o 		<= 1;
	debug_o 	<= 1;
	regWr_o 	<= 0;
	memEn_o 	<= 0;
	memWe_o 	<= 0;
	regAddrEn	<= 0;	
	memAddrEn	<= 0;
	regDataEn	<= 0;
	memDataEn	<= 0;
	data_o 		<= data_i;
	case (state)
		PROG_VIEW: begin
			if (action_i)
				next_state <= PROG_STEP;
			else if (cycFwd_i)
				next_state <= REG_VIEW;
			else if (cycBwd_i)
				next_state <= MEM_VIEW;
			else
				next_state <= PROG_VIEW;
			data_o <= pc_i;
		end
		PROG_STEP: begin
			next_state <= PROG_HOLD;
			view_o 	<= 0;
			debug_o <= 0;
		end
		PROG_HOLD: begin
			if (cpuEn_i)
				next_state <= PROG_HOLD;
			else
				next_state <= PROG_VIEW;
			view_o 	<= 0;
			debug_o <= 1;
		end
		REG_VIEW: begin
			if (action_i)
				next_state <= REG_WRITE;
			else if (cycFwd_i)
				next_state <= MEM_VIEW;
			else if (cycBwd_i)
				next_state <= PROG_VIEW;
			else
				next_state <= REG_VIEW;
			data_o 		<= reg_i;
			regAddrEn 	<= 1;
		end
		REG_WRITE: begin
			if (action_i)
				next_state <= REG_HOLD;
			else
				next_state <= REG_WRITE;
			regDataEn <= 1;
		end
		REG_HOLD: begin
			next_state <= REG_VIEW;
			regWr_o <= 1;
		end
		MEM_VIEW: begin
			if (action_i)
				next_state <= MEM_WRITE;
			else if (cycFwd_i)
				next_state <= PROG_VIEW;
			else if (cycBwd_i)
				next_state <= REG_VIEW;
			else
				next_state <= MEM_VIEW;
			data_o 		<= mem_i;
			memAddrEn 	<= 1;
			memEn_o		<= 1;
		end
		MEM_WRITE: begin
			if (action_i)
				next_state <= MEM_HOLD;
			else
				next_state <= MEM_WRITE;
			memDataEn <= 1;
		end
		MEM_HOLD: begin
			next_state <= MEM_VIEW;
			memEn_o		<= 1;
			memWe_o 	<= 1;
		end
		default: begin
			next_state <= PROG_VIEW;
		end
	endcase  
end
always @ (posedge clk_i, posedge arst_i) begin
	if (arst_i) 
		state <= PROG_VIEW;
	else
		state <= next_state;
end
always @ (posedge clk_i) begin
	if (regAddrEn)
		regAddr_o <= data_i[2:0];
	if (regDataEn)
		regData_o <= data_i;
	if (memAddrEn)
		memAddr_o <= data_i;
	if (memDataEn)
		memData_o <= data_i;
end
endmodule
File: flow/run.sh
#!/bin/bash
# OpenROAD 26Q1-2900-gdf79404cd8, Yosys 0.63+post, stock flow scripts
make -C /OpenROAD-flow-scripts/flow DESIGN_CONFIG=/design/flow/config.mk WORK_HOME=/design/flow/orfs finish
==> impl_metrics.json <==
{
  "grt_max_degree": 20,
  "crit_buf_inv": 2,
  "synth_area_per_cell_um2": 14.36,
  "grt.overflow.total": 0,
  "worstSetupEndpointType": "output pin",
  "worstPathRequired_ns": 5.20,
  "p_per_area_mw_per_mm2": 340.2,
  "setup_viol_count_final": 0,
  "vias": 1974,
  "row_count": 31,
  "yosys_area_mm2": 0.002326,
  "cts_tree": "yes",
  "ys_seq_share_pct": 70.15,
  "slew_headroom_pct": 42.52,
  "status": "finished clean",
  "synth_area_mm2": 0.002326,
  "tightest_slew_ns": 0.8601,
  "ys.flops": 55,
  "viasPerCell": 4.838,
  "worst_slack_ns": 2.480,
  "cp.arrival_ns": 2.72,
  "edf_count": 51,
  "critPathKind": "in2out",
  "synthCells": 162,
  "cts.sinks": 55,
  "ant_nets": 0,
  "path_cells": "clkdlybuf4s50_1 -> a22oi_1 -> nor2_1 -> a221o_1 -> clkdlybuf4s50_1",
  "warnings": 25,
  "min_path_type": "reg2reg",
  "pin_count": 146,
  "layout.cells.most_common": "clkdlybuf4s50_1",
  "yosys_warnings": 1,
  "grt_pass1_vias": 1859,
  "ys_cells": 162,
  "fillCellCount": 642,
  "cpMaxStageDelayCell": "clkdlybuf4s50_1",
  "clk_path_buf_depth": 2,
  "yosys_most_used_dff": "edfxtp_1",
  "cts_made_buffers": 5,
  "rsz0062_at_grt": "false",
  "dp.final_hpwl_mm": 4.867,
  "p_leak_nw": 1.388,
  "critical-path-top-delay-family": "buffers and inverters",
  "cts_root_buf": "clkbuf_8",
  "wl_mm": 6.671,
  "portBuffers": 145,
  "drive_gt1_share_pct": 6.472,
  "grt_pass1_wl_mm": 10.33,
  "path_common_cell": "clkdlybuf4s50_1",
  "fp.dieW_um": 90.05,
  "fmax_mhz": 248.7,
  "dpl_worst_slack_ns": 2.479,
  "fp_util_pct": 31.56,
  "dr.pass1.iters": 4,
  "hold_ws_ns": 0.6221,
  "maxCapViolations": 0,
  "cts.htree.levels": 2,
  "slew_violations": 0,
  "drtIter0Drc": 90,
  "dieHeight_um": 90.05,
  "clk_latency_ns": 0.30,
  "yosysUniqueCellTypes": 37,
  "fin_setup_tns_ns": 0,
  "period_needed_ns": 4.020,
  "area_delta_synth_final_pct": 71.38,
  "cp_slowest_stage_delay_ns": 0.41,
  "cts_post_setup_buffers_inserted": 0,
  "async_reset_ff_share_pct": 7.273,
  "antenna_found_initial": 0,
  "insertedDiodeCount": 0,
  "finalWeightedCongestion": 0.8464,
  "path_clk_slew_ns": 0.09,
  "period_used_pct": 61.85,
  "chipArea_mm2": 0.008109,
  "track_usage_pct": 17.15,
  "skew_ns": 0.003509,
  "coreArea_mm2": 0.007370,
  "ctsHoldBuffers": 0,
  "start_kind": "primary input",
  "wl_per_cell_um": 16.35,
  "postCtsResizedCells": 0,
  "ir_worst_vdd_mv": 0.3252,
  "cp_max_fo": 1,
  "finalHoldViolations": 0,
  "drc": 0,
  "most-common-layout-cells": "clkdlybuf4s50_1, edfxtp_1, nor2_1, a22oi_1, a221o_1"
}
==> layout make-up <==
class	instances	area, µm²	share of cell area, %
clock buffer	5	68.82	1.726
clock inverter	3	20.02	0.5022
inverter	4	15.01	0.3766
multi-input combinational	92	638.1	16.01
sequential	55	1632	40.93
tap	99	123.9	3.107
timing repair buffer	150	1489	37.35
==> worst reg2reg max path: cells and delay by family, from the launching register on <==
kind / cells / cell delay, ns
DFF: 1 / 0.50
buffers and inverters: 1 / 0.18
and+or+nand+nor: 2 / 1.02
==> where the power goes <==
part	leakage (nW)	internal [mW]	switching [mW]
Combinational	0.832	0.411	0.266
Sequential	0.515	0.454	0.0453
Clock	0.0418	0.0752	0.105
Total	1.39	0.940	0.416
==> synth_stat cells (2+ instances only) <==
cell type / instances / share of area [%]
edfxtp_1: 51 / 66
nor2_1: 24 / 3.9
a221o_1: 16 / 6.9
a22oi_1: 16 / 5.2
clkbuf_1: 6 / 0.97
buf_2: 4 / 0.86
dfrtp_1: 4 / 4.3
o21ai_1: 3 / 0.65
a211oi_1: 2 / 0.65
and2_1: 2 / 0.54
inv_1: 2 / 0.32
inv_2: 2 / 0.32
nand2_1: 2 / 0.32
nand3_1: 2 / 0.43
nor3_1: 2 / 0.43
nor3b_1: 2 / 0.65
o21ai_0: 2 / 0.43
==> sequential cells by signal, summed over array words and instances, names as in the netlist <==
signal	flops
regData_o	16
state	4
regAddr_o	3
memData_o	16
memAddr_o	16
==> cells by family (layout without fill, tap and decap cells) <==
group	after synthesis	in the layout	share of synthesized area, %
flip-flops	55	55	70.15
AND/OR/NAND/NOR	43	43	9.630
AND-OR/OR-AND	48	48	16.89
XOR/XNOR	1	1	0.3766
buffers and inverters	15	162	2.959
==> stage by stage <==
step | util [%] | cell area [µm²] | cells | power [mW]
after floorplan | - | 2326 | 162 | 0.7730
final | 54.09 | 3986 | 408 | 1.356
after global placement | 52.89 | 3897 | 400 | 1.193
after CTS | 54.09 | 3986 | 408 | 1.373
after global routing | 54.09 | 3986 | 408 | 1.438
after detailed placement | 52.89 | 3897 | 400 | 1.190
==> final timing paths <==
kind                                    startpoint                     end  slack, ns  depth (start not counted)
worst max-delay path                       pc_i[2]               data_o[2]       2.48                          5
worst min-delay path            state[3]$_DFF_PP0_      state[0]$_DFF_PP0_       0.62                          1
worst max register to register  state[2]$_DFF_PP0_  regAddr_o[0]$_DFFE_PN_       4.48                          3
worst min register to register  state[3]$_DFF_PP0_      state[0]$_DFF_PP0_       0.62                          1
max in group asynchronous                   arst_i      state[2]$_DFF_PP0_       5.19                          2
min in group asynchronous                   arst_i      state[3]$_DFF_PP0_       1.17                          2
==> layer usage <==
layer / vias to the layer above / track usage (%) / share of wire [%]
met2: 78 / 28.37 / 50
met1: 947 / 25.90 / 43
li1: 944 / - / -
met4: 0 / 1.613 / 1.0
met5: - / 0 / 0
met3: 5 / 3.351 / 5.8
Power figures rest on the tool's default switching activity, not on a simulated workload.
