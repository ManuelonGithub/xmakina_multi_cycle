`design.v`:
```
module ALU
#(
    parameter WORD = 16,
    parameter BCD_EN = 0
 )
(
	input wire 				cin, bcd,
    input wire[3:0] 		op,
    input wire[WORD-1:0] 	a, b,
    output reg[3:0] 		flags,		 
    output reg[WORD-1:0]	res
);
enum {ARRITHMETIC, LOGIC, SHIFTER, STRAY} ALU_BLOCKS;
enum {C, Z, N, V} FLAG_BITS;
wire[WORD-1:0] bres[0:3];
wire arr_cout, arr_ovf, shift_cout;
arrithmetic_unit #(.WORD(WORD)) AU (
	.cin (cin),
	.op  (op[1:0]),
	.a   (a),
	.b   (b),
	.res (bres[ARRITHMETIC]),
	.cout(arr_cout),
	.ovf (arr_ovf)
);
logic_unit #(.WORD(WORD)) LU (
	.op (op[1:0]),
	.a  (a),
	.b  (b),
	.res(bres[LOGIC])
);
shifter_unit #(.WORD(WORD)) SU (
	.cin (cin),
	.op  (op[0]),
	.src (a),
	.res (bres[SHIFTER]),
	.cout(shift_cout)
);
stray_op_unit #(.WORD(WORD)) STU (
	.op (op[1:0]),
	.a  (a),
	.b  (b),
	.res(bres[STRAY])
);
always @ (*) begin
	res <= bres[op[3:2]];	 
	flags[Z] <= ~|res;			 
	flags[N] <= res[WORD-1];	 
	if (op[3:2] == ARRITHMETIC)	 
		flags[V] <= arr_ovf;
	else
		flags[V] <= 'b0;
	case (op[3:2])				 
		ARRITHMETIC:	flags[C] <= arr_cout;
		SHIFTER:		flags[C] <= shift_cout;
		default:		flags[C] <= 'b0;
    endcase
end
endmodule : ALU
module arrithmetic_unit
#(
	parameter WORD = 16
 )
(
	input wire cin,
	input wire[1:0] op,
	input wire[WORD-1:0] a, b,
	output reg[WORD-1:0] res,
	output reg cout, ovf
);
wire[WORD-1:0] opA = a;
wire[WORD-1:0] opB = b ^ {WORD{op[1]}};
wire opCin = (cin & op[0]) ^ op[1];
reg csign;
wire MSB_sum = opA[WORD-1] ^ opB[WORD-1];
reg dummy;
always @ (*) begin
	{csign, res[WORD-2:0], dummy} <= {opA[WORD-2:0], opCin} + {opB[WORD-2:0], opCin};
    res[WORD-1] <= MSB_sum ^ csign;
    cout        <= (MSB_sum & csign) | (opA[WORD-2:0] & opB[WORD-2:0]);
    ovf <= csign ^ cout;
end
endmodule
module logic_unit
#(
	parameter WORD = 16
 )
(
	input wire[1:0] op,
	input wire[WORD-1:0] a, b,
	output reg[WORD-1:0] res
);
enum {XOR, AND, BIC, BIS} LOGIC_OPERATIONS;
always @ (*) begin
    case (op)
    	XOR:	res <= a ^ b;	
    	AND:	res <= a & b;
    	BIC:	res <= a & ~b;
    	BIS:	res <= a | b;
    endcase
end
endmodule
module shifter_unit
#(
	parameter WORD = 16
 )
(
    input wire cin, op,
	input wire[WORD-1:0] src,
	output reg[WORD-1:0] res,
    output reg cout
);
enum {SRA, RRC} SHIFTER_BLOCK_FUNCTIONS;
always @ (*) begin
    case (op)
        SRA:    res <= {src[WORD-1], src[WORD-1:1]};
        RRC:    res <= {cin, src[WORD-1:1]};
    endcase
    cout <= src[0];
end
endmodule
module stray_op_unit
#(
	parameter WORD = 16
 )
(
	input wire[1:0] op,
	input wire[WORD-1:0] a, b,
	output reg[WORD-1:0] res
);
localparam HALF_WORD = WORD/2;
enum {PASS_B, SWPB, SXT, PASS_A} STRAY_OPERATIONS;
always @ (*) begin
    case (op)
    	SXT:	res <= {{HALF_WORD{a[HALF_WORD-1]}}, a[HALF_WORD-1:0]};
    	SWPB:	res <= {a[HALF_WORD-1:0], a[WORD-1:HALF_WORD]};
    	PASS_A:	res <= a;
    	PASS_B:	res <= b;
    endcase
end
endmodule
```
`run.sh`:
```
#!/bin/bash
# OpenROAD 26Q1-2900-gdf79404cd8, Yosys 0.63+post, stock flow scripts
make -C /OpenROAD-flow-scripts/flow DESIGN_CONFIG=/design/flow/config.mk WORK_HOME=/design/flow/orfs finish
```
`config.mk`:
```
export PLATFORM = sky130hd
export DESIGN_NAME = ALU
export DESIGN_NICKNAME = ALU
export VERILOG_FILES = /design/flow/design.v
export SDC_FILE = /design/flow/constraint.sdc
export NUM_CORES = 4
export LEC_CHECK = 1
export CORE_UTILIZATION = 40
```
`constraint.sdc`:
```
current_design ALU

set clk_period 6.3
set clk_io_pct 0.2

create_clock -name clk0 -period $clk_period

set non_clock_inputs [all_inputs -no_clocks]
set_input_delay [expr $clk_period * $clk_io_pct] -clock clk0 $non_clock_inputs
set_output_delay [expr $clk_period * $clk_io_pct] -clock clk0 [all_outputs]
```
==> summary.txt <==
Flow results are below.

- Subtracting the final worst setup slack from the clock period gives 6479 ps.
- For this run, the share of the core covered by cells in the final layout is 63.83%.
- The number of vias per cell after detailed routing is 5.767, for reference.
- The count of mapped cells out of synthesis is 429, for reference.
- The worst ir drop on vdd is 56.10 uV, for reference.
- The path type of the worst min-delay path is primary input to primary output, for reference.
- The placeable core region is 0.006869 mm^2, for reference.
- The worst setup path is launched from a primary input.
- The worst hold slack across all endpoints is 3403 ps, for reference.
- The post-route netlist has 24.78% of its cells at a drive strength greater than 1.
- The chip width is 86.66 um, for reference.
- The total inserted antenna cells is 0, for reference.
- The overall routing resource usage is 33.83%, for reference.
- The synthesized area is 0.002866 mm^2, for reference.
- In the finished design, the share of the clock period the worst path needs comes to 102.8%.
- In the Yosys report the total cell count is 429.
- The worst pin sits at a relative slew slack of 55.65%.
- Summed over all layers, the routed wires come to 12090 um.
- According to the floorplan log, the row count is 30.
- The number of clock buffers in the layout is 0, for reference.
- The first global-routing pass estimated 19130 um of wire.
- Nets still carrying antenna violations after routing amount to 0.
- The number of global-route vias before repair was 3534.
- Based on the critical path, the design can be clocked at up to 154.3 MHz.
- Setup repair after global routing could not meet its margin everywhere.
- The chip area in the Yosys report is 0.002866 mm^2, for reference.
- There are 0 flip-flops and latches.
- The checks that failed: setup timing.
- For reference, the post-synthesis area per instance comes to 6.682 um^2.
- The number of antenna violations at the first check in global routing is 0, for reference.
- The final count of hold timing violations is 0, for reference.
- Before CTS, the worst setup slack after placement is -1231 ps.
- According to the I/O placement log, the pin count is 58.
- The flow ran to the end, but the final reports show violations.
- The reported leakage power is 2.053 nW, for reference.
- The leftover overflow at the end of global routing is 0, for reference.
- The count of cell types in the netlist is 69, for reference.
- The pin count of the biggest net entering global routing is 28, for reference.
- The length of the first detailed-routing pass in iterations is 5, for reference.
- The share of the yosys chip area belonging to registers is 0%, for reference.
- Compared with the post-synthesis result, the final layout area differs by 52.95%.
- The area occupied by registers is 0 um^2, for reference.
- The finished cells cover 0.004384 mm^2.
- The critical path class is primary input to primary output, for reference.
- The die covers 0.007509 mm^2.
- The arrival time of data at the worst endpoint is listed as 5220 ps.
- The total vias in the final route is 3812, for reference.
- The starting density of the core is 41.73%, for reference.
- The transition time of the tightest slew-check pin is 665.2 ps, for reference.
- In this run the power density over the cells is 108.2 mW/mm^2.
- The number of hold buffers added after CTS was 0.
- The placer's final routability congestion estimate is 1.032, for reference.
- The final timing report lists a max-slew violation count of 0.
- The die is 86.66 um tall.
- In this run the cell area measured after placement is 0.004193 mm^2.
- The final total power is 474.6 uW, for reference.
- The number of DRC violations after detailed-routing iteration 0 is 221, for reference.
- TritonRoute reported its final design rule violation total as 0.
- Buffers placed on the I/O ports in this run total 57.
- The critical path maximum fanout is 7.
- The worst setup path is captured at a primary output.
- The synthesis log from Yosys contains 5 warnings.
- The worst endpoint required time is 5040 ps, for reference.
- The least setup slack across all paths after layout is -178.9 ps, for reference.
- In this run the maximum-capacitance check reported violations numbering 0.
- For this run, the final setup violation count is recorded as 1.
- Summing all multi-input logic gate instances after layout gives 0.002654 mm^2.
- Detailed placement finished with a half-perimeter wire length of 9538 um.
- Across all stage logs, warnings added up to 40.
- Per the detail_route report, routed wire per instance is 18.30 um.
- Counting the fill cells in the layout gives 631.
synth_stat cells (all sizes together), types with 2 or more instances:
library cell   n  area share, %
a41o           2           0.70
nor4b          2           0.83
a21o           4            1.0
o221a          2           0.79
o221ai         4            1.2
nand2b         5            1.1
nand2         40            5.2
a211o          3           0.92
nand4          3           0.65
or2            2           0.44
a2111o         2           0.79
a31oi          5            1.1
nand3b         3           0.79
nor3           7            1.4
o311ai         2           0.61
a21oi         38            6.6
o211ai         8            2.1
a22o           3           0.92
nand3          7            1.2
inv           41            5.4
ha            37             16
clkbuf        19            2.5
buf           16            3.2
a22oi         15            3.9
o22a           6            1.8
xnor2         16            4.9
a211oi        13            3.4
o211a          3            1.0
nor2          20            2.9
a221oi         3           0.92
xor2          23            7.0
nor3b          6            1.6
or3            7            1.5
and2           4           0.87
nor2b          3           0.65
nor4           3           0.65
a311oi         3           0.92
o311a          2           0.70
o2111ai        2           0.61
o22ai          5            1.1
o21ai         22            3.8
routing by layer:
layer	part of all wire [%]	GRT usage [%]
met4	1.5	4.242
met2	42	50.36
met5	0	0
met3	8.6	4.734
met1	48	53.08
cell families (layout without fill, tap and decap cells):
group           Yosys count  in the layout  share of synthesized area, %
simple gates            117            117                         21.21
fa+ha+maj                38             38                         16.85
mux                       2              2                        0.7420
compound gates          157            157                         38.19
buf+inv                  76            212                         11.09
xor+xnor                 39             39                         11.92
placed cells by master (no fill, tap or decap), drive strengths merged, types with 5 or more instances in the layout:
cell / netlist / layout
a211oi: 13 / 13
nand3: 7 / 7
ha: 37 / 37
nor3b: 6 / 6
a21oi: 38 / 38
or3: 7 / 7
o21ai: 22 / 22
a31oi: 5 / 5
buf: 16 / 116
dlygate4sd2: 0 / 14
xor2: 23 / 23
a22oi: 15 / 15
nor3: 7 / 7
nor2: 20 / 20
nand2: 40 / 40
inv: 41 / 41
clkdlybuf4s50: 0 / 37
o211ai: 8 / 8
xnor2: 16 / 16
o22ai: 5 / 5
nand2b: 5 / 5
o22a: 6 / 6
stage by stage:
stage / TNS (ps) / instances
5_1_grt: -338.0 / 661
3_5_place_dp: -1518 / 647
4_1_cts: -307.4 / 658
2_1_floorplan: -42.89 / 429
6_report: -178.9 / 661
3_3_place_gp: -1399 / 647
area by class of cell:
class / count / area share (%)
multi-input combinational: 353 / 60.53
tap: 96 / 2.740
inverter: 41 / 3.510
timing repair buffer: 171 / 33.22
critical path, stage by stage:
cell and delay (ps):
buf_12 110, buf_12 130, xor2_1 160, ha_1 290, o21a_1 180, o211ai_1 270
a211oi_2 90, or3_4 430, a211oi_2 240, o21bai_2 140, ha_4 240, nor2_4 90
a21oi_2 40, or3_4 390, or4_4 510, nor4b_4 270, nand4b_1 150, nor3_2 110
buf_2 110
where the power goes:
part / switching, mW / internal (mW)
sequential: 0 / 0
combinational: 0.231 / 0.244
clock: 0 / 0
worst paths after layout:
kind,to,start,cells past startpoint,slack (ps)
max,flags[1],op[1],19,-180
min,flags[1],a[6],8,3400
timing repair:
| action | 4_1_cts | 5_1_grt |
|---|---|---|
| hold endpoints to repair | 0 | 0 |
| gates resized | 44 | 5 |
| cloned | 1 | 0 |
| setup endpoints to repair | 3 | 1 |
| setup buffers | 10 | 3 |
| pin swaps | 25 | 16 |
Power and IR drop assume default switching activity.
